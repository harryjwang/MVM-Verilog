### ./config.mk
export PLATFORM = sky130hd
export DESIGN_NAME = mem
export DESIGN_NICKNAME = mem
export VERILOG_FILES = /design/flow/design.v
export SDC_FILE = /design/flow/constraint.sdc
export NUM_CORES = 4
export LEC_CHECK = 1
export CORE_UTILIZATION = 30
### ./design.v
module mem # (
    parameter DATAW = 8,
    parameter DEPTH = 512,
    parameter ADDRW = $clog2(DEPTH)
)(
    input  clk,
    input  [DATAW-1:0] wdata,
    input  [ADDRW-1:0] waddr,
    input  wen,
    input  [ADDRW-1:0] raddr,
    output [DATAW-1:0] rdata
);
logic [DATAW-1:0] r_rdata;
logic [DATAW-1:0] mem_array [0:DEPTH-1];
always_ff @ (posedge clk) begin
    if (wen) begin
        mem_array[waddr] <= wdata;
    end
    r_rdata <= mem_array[raddr];
end
assign rdata = r_rdata;
endmodule
### ./run.sh
#!/bin/bash
# OpenROAD 26Q1-2900-gdf79404cd8, Yosys 0.63+post, stock flow scripts
make -C /OpenROAD-flow-scripts/flow DESIGN_CONFIG=/design/flow/config.mk WORK_HOME=/design/flow/orfs finish
### ./constraint.sdc
current_design mem

set clk_period 15.7
set clk_io_pct 0.2

create_clock -name clk0 -period $clk_period [get_ports {clk}]

set non_clock_inputs [all_inputs -no_clocks]
set_input_delay [expr $clk_period * $clk_io_pct] -clock clk0 $non_clock_inputs
set_output_delay [expr $clk_period * $clk_io_pct] -clock clk0 [all_outputs]
==> PnR_summary.wiki <==
== Flow metrics ==
{| class="wikitable"
! Metric !! Value
|-
| Clock root buffer || sky130_fd_sc_hd__clkbuf_16
|-
| Type of the tightest min-delay check || reg2reg
|-
| Die Height || approximately 730 µm
|-
| Placer Congestion || roughly 0.92
|-
| Top cell type by total area after synthesis || sky130_fd_sc_hd__edfxtp_1
|-
| Crit. End Element || flop
|-
| Global-route wire length before repair || approximately 610000 µm
|-
| Antenna violations before repair || 19
|-
| Final critical path time including I/O delays and setup || 8.120 ns
|-
| Max_cap viols || 0
|-
| Final core area utilization || 34.23%
|-
| Maximum operating frequency || between 100 and 150 MHz
|-
| Synth Warn # || 1
|-
| Filler Cells Inserted || approximately 48000
|-
| CTS resizes || 0
|-
| Total half-perimeter wirelength after legalization and detailed placement || roughly 260000 µm
|-
| Standard cell with the maximum stage delay on the critical path || sky130_fd_sc_hd__nor4_1
|-
| Total track usage || between 15 and 20%
|-
| Startpoint type of the worst setup path || input pin
|-
| Critical path required time || about 17 ns
|-
| Post-layout instance area || 181400 µm²
|-
| Most frequent cell on the critical path || sky130_fd_sc_hd__buf_12
|-
| Slew at the pin with the worst max-slew slack || 1.346 ns
|-
| Depth of the most critical reg-to-reg path || 8
|-
| Maximum count of clock buffers along a single path || 4
|-
| Width of the die || 732.1 µm
|-
| Area of the mapped netlist || roughly 160000 µm²
|-
| Most used flip-flop cell || sky130_fd_sc_hd__edfxtp_1
|-
| Slew Viols, Final || 0
|-
| Count of flip-flops with a built-in enable after synthesis || 4096
|-
| Startpoint of the lowest-slack hold path || mem_array[374][5]$_DFFE_PP_
|-
| PortBufs || 35
|-
| Pre-CTS worst setup slack || 6.556 ns
|-
| Via count of the first global-routing pass || ~87000
|-
| Run status || finished clean
|-
| Fin Setup TNS || 0 ns
|-
| Clock latency on the worst-skew pair || roughly 0.96 ns
|-
| Crit share post-route || a little over 50%
|-
| Setup ws final || 7.580 ns
|-
| Count of unresolved DRC violations after routing || 0
|-
| Area of the multi-input gates || ~34000 µm²
|-
| Largest net degree at the start of global routing || around 110
|-
| Growth of design area from synthesis to finish || 13.42%
|-
| Setup violation total in the final timing report || 0
|-
| Critical register-to-register path endpoint || r_rdata[7]$_DFF_P_
|-
| Delay of the slowest critical-path stage || approximately 1.1 ns
|-
| GR Overflow Total || 0
|-
| Post-detailed-route count of antenna-violating nets || 0
|-
| Clock Sink Count || 4104
|-
| Via density || just over 5
|-
| Drt total wl || approximately 420000 µm
|-
| Number of rows created at floorplan || approximately 270
|-
| Number of cells on the worst hold path || 6
|-
| Post-synthesis average cell area || 19.92 µm²
|-
| H-tree depth || 5
|-
| Placed cell area || between 150000 and 200000 µm²
|-
| End point of the worst hold path || r_rdata[5]$_DFF_P_
|-
| Worst EP arrival || ~9.0 ns
|-
| FFs w/ async S/R, synth || 0%
|-
| Area of the synthesized netlist per yosys stat || between 150000 and 200000 µm²
|-
| Number of distinct library cell variants in the gate-level netlist after synthesis || ~51
|-
| TritonCTS clock tree || done
|-
| Synth Seq Share || approximately 77%
|-
| Max-slew headroom || under 10%
|-
| Avg WL per Cell || approximately 27 µm
|-
| FP Core Util || 30.18%
|-
| Register area || ~120000 µm²
|-
| Buffers inserted by post-CTS timing repair || 0
|-
| Most frequently used cell type in the post-synthesis netlist || sky130_fd_sc_hd__edfxtp_1
|-
| Leakage Power || about 56 nW
|-
| Crit path kind || in2reg
|-
| Setup repair after global routing missed its margin || false
|-
| Cells along the critical path || buf_16, buf_12, buf_12, buf_12, buf_4, mux2i_1, o221ai_1, a21oi_1, nor4_1, nand4_1, nor4_1, buf_4, o2111a_1
|-
| Number of buffers added by the clock tree synthesis step || 396
|-
| Synthesized flop and latch total || slightly above 4000
|-
| Source of the worst register-to-register timing path || mem_array[59][7]$_DFFE_PP_
|-
| Post-synthesis instance total || roughly 8000
|-
| Area share, top type || around three quarters
|-
| Number of hold buffers added after cts || 0
|-
| Layout cells sized above 1 || a little under a fifth
|-
| Die Footprint || ~540000 µm²
|-
| Worst reg2reg setup slack || between 10 and 15 ns
|-
| Worst vdd ir || slightly below 0.09 mV
|-
| Iter 0 DRT Violations || around 5600
|-
| First-pass iteration count of the detailed router || 5
|-
| Total number of vias || approximately 80000
|-
| Final clock skew || ~0.061 ns
|-
| Top Ports || 36
|-
| Tool warning count || 35
|-
| CP max FO || between 90 and 100
|-
| Standard cell core area || 529800 µm²
|-
| Number of cells in Yosys stat || between 8000 and 9000
|-
| Total count of hold-check failures in the final report || 0
|-
| Areal power density over the cells || between 100 and 150 nW/µm²
|-
| Commonest cells post-synth || sky130_fd_sc_hd__edfxtp_1, sky130_fd_sc_hd__mux2i_1, sky130_fd_sc_hd__mux4_2
|-
| Leading cell types by total area after synthesis || sky130_fd_sc_hd__edfxtp_1, sky130_fd_sc_hd__mux4_2, sky130_fd_sc_hd__mux2i_1
|-
| Clock transition at the registers of the reported paths || approximately 0.060 ns
|}
[registers in the layout, summed over array words and instances, names as in the netlist]
| register | flops |
|---|---|
| mem_array | 4096 |
| r_rdata | 8 |
[worst max-delay path: cells and delay by family]
| family | cells | cell delay [ns] |
|---|---|---|
| buffers and inverters | 6 | 2.75 |
| multiplexers | 1 | 0.20 |
| AND/OR/NAND/NOR | 3 | 1.97 |
| AND-OR/OR-AND | 3 | 0.58 |
[area by class of cell]
type	count	share of cell area [%]
multi-input combinational	3410	18.77
timing repair buffer	270	1.291
sequential	4104	67.90
clock buffer	468	5.676
antenna	14	0.01931
clock inverter	255	1.507
inverter	3	0.01035
tap	6994	4.824
[metal layers]
layer,track usage [%],up-vias,routed length [µm]
met4,5.443,24,17640
met3,13.10,737,71320
met2,25.06,4911,195800
met1,17.37,40400,133300
met5,0.4272,-,459
li1,-,33800,-
[kinds of logic after synthesis]
group	after synthesis	synth area share (%)
AOI/OAI and AO/OA	979	4.313
DFF	4104	77.01
muxes	1451	14.20
and+or+nand+nor	980	2.631
buffers and inverters	516	1.849
[report_power, final]
group / leakage (nW) / internal, W / switching, W
clock network: 6.34 / 0.00550 / 0.00403
logic: 12.8 / 0.000339 / 0.000754
registers: 36.9 / 0.0121 / 0.00000796
[placed cells by master, fill, tap and decap left out, types with 7 or more instances in the layout]
cell                              synthesis  final
sky130_fd_sc_hd__a22oi_1                 61     61
sky130_fd_sc_hd__dfxtp_1                  8      8
sky130_fd_sc_hd__mux4_2                 654    654
sky130_fd_sc_hd__buf_12                   5     13
sky130_fd_sc_hd__nor3b_1                  8      7
sky130_fd_sc_hd__clkinv_4                 0      7
sky130_fd_sc_hd__clkinvlp_4               0     23
sky130_fd_sc_hd__o31ai_1                 13     13
sky130_fd_sc_hd__and2_1                  20     19
sky130_fd_sc_hd__buf_4                   70    222
sky130_fd_sc_hd__nand2_4                  0     12
sky130_fd_sc_hd__nand2_1                111     98
sky130_fd_sc_hd__nor3_1                 109    107
sky130_fd_sc_hd__o21ai_0                118    118
sky130_fd_sc_hd__mux2i_1                797    797
sky130_fd_sc_hd__o221ai_1               371    371
sky130_fd_sc_hd__clkinv_1                 0     72
sky130_fd_sc_hd__o22ai_1                163    163
sky130_fd_sc_hd__nor4_1                  36     34
sky130_fd_sc_hd__a21oi_1                194    194
sky130_fd_sc_hd__clkinv_2                 0     82
sky130_fd_sc_hd__bufinv_16                0     49
sky130_fd_sc_hd__edfxtp_1              4096   4096
sky130_fd_sc_hd__nand3_1                 36     32
sky130_fd_sc_hd__diode_2                  0     14
sky130_fd_sc_hd__nor2_1                 597    596
sky130_fd_sc_hd__a211oi_1                17     17
sky130_fd_sc_hd__o41ai_2                  0      7
sky130_fd_sc_hd__clkdlybuf4s50_1          0     22
sky130_fd_sc_hd__nand4_1                 32     32
sky130_fd_sc_hd__clkbuf_1               265     65
sky130_fd_sc_hd__clkbuf_16                0    400
sky130_fd_sc_hd__o2111a_1                 8      8
sky130_fd_sc_hd__inv_6                    0      9
sky130_fd_sc_hd__buf_8                   11     10
[through the flow]
step	hold slack (ns)	power [W]	cells
2_1_floorplan	0.9378	0.01288	8030
3_3_place_gp	1.134	0.01339	14780
3_5_place_dp	1.110	0.01341	14780
4_1_cts	1.129	0.02286	15500
5_1_grt	1.186	0.02332	15510
6_report	1.110	0.02270	15520
[worst max path at each step]
stage	startpoint	end	slack, ns	depth (start not counted)
after global routing	raddr[0]	r_rdata[7]$_DFF_P_	7.31	13
after CTS	raddr[0]	r_rdata[7]$_DFF_P_	7.55	13
final	raddr[0]	r_rdata[7]$_DFF_P_	7.58	13
No activity file was given, so power comes from the tool's default toggle rates.
