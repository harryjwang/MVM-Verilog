--- design/flow/design.v ---
module dot8 # (
    parameter IWIDTH = 8,
    parameter OWIDTH = 32
)(
    input clk,
    input rst,
    input logic signed [8*IWIDTH-1:0] vec0,
    input signed [8*IWIDTH-1:0] vec1,
    input ivalid,
    output logic signed [OWIDTH-1:0] result,
    output logic ovalid
);
logic signed [IWIDTH-1:0] input_reg_a0, input_reg_a1, input_reg_a2, input_reg_a3, input_reg_a4, input_reg_a5, input_reg_a6, input_reg_a7;
logic signed [IWIDTH-1:0] input_reg_b0, input_reg_b1, input_reg_b2, input_reg_b3, input_reg_b4, input_reg_b5, input_reg_b6, input_reg_b7;
logic signed [(2*IWIDTH) - 1:0] mult_reg_0, mult_reg_1, mult_reg_2, mult_reg_3, mult_reg_4, mult_reg_5, mult_reg_6, mult_reg_7;
logic signed [(2*IWIDTH):0] add1_reg_0, add1_reg_1, add1_reg_2, add1_reg_3;
logic signed [(2*IWIDTH) + 1:0] add2_reg_0, add2_reg_1;
logic valid_0, valid_1, valid_2, valid_3;
always_ff @(posedge clk) begin
    if (rst) begin
        input_reg_a0 <= 0; input_reg_a1 <= 0; input_reg_a2 <= 0; input_reg_a3 <= 0; input_reg_a4 <= 0; input_reg_a5 <= 0; input_reg_a6 <= 0; input_reg_a7 <= 0;
        input_reg_b0 <= 0; input_reg_b1 <= 0; input_reg_b2 <= 0; input_reg_b3 <= 0; input_reg_b4 <= 0; input_reg_b5 <= 0; input_reg_b6 <= 0; input_reg_b7 <= 0;
        mult_reg_0 <= 0; mult_reg_1 <= 0; mult_reg_2 <= 0; mult_reg_3 <= 0;
        mult_reg_4 <= 0; mult_reg_5 <= 0; mult_reg_6 <= 0; mult_reg_7 <= 0;
        add1_reg_0 <= 0; add1_reg_1 <= 0; add1_reg_2 <= 0; add1_reg_3 <= 0;
        add2_reg_0 <= 0; add2_reg_1 <= 0;
        valid_0 <= 0; valid_1 <= 0; valid_2 <= 0; valid_3 <= 0;
        result <= 0;
        ovalid <= 1;
    end else begin
        input_reg_a0 <= vec0[IWIDTH-1:0]; input_reg_a1 <= vec0[(2*IWIDTH)-1:IWIDTH]; input_reg_a2 <= vec0[(3*IWIDTH)-1:2*IWIDTH]; input_reg_a3 <= vec0[(4*IWIDTH)-1:3*IWIDTH];
        input_reg_a4 <= vec0[(5*IWIDTH)-1:4*IWIDTH]; input_reg_a5 <= vec0[(6*IWIDTH)-1:5*IWIDTH]; input_reg_a6 <= vec0[(7*IWIDTH)-1:6*IWIDTH]; input_reg_a7 <= vec0[(8*IWIDTH)-1:7*IWIDTH];
        input_reg_b0 <= vec1[IWIDTH-1:0]; input_reg_b1 <= vec1[(2*IWIDTH)-1:IWIDTH]; input_reg_b2 <= vec1[(3*IWIDTH)-1:2*IWIDTH]; input_reg_b3 <= vec1[(4*IWIDTH)-1:3*IWIDTH];
        input_reg_b4 <= vec1[(5*IWIDTH)-1:4*IWIDTH]; input_reg_b5 <= vec1[(6*IWIDTH)-1:5*IWIDTH]; input_reg_b6 <= vec1[(7*IWIDTH)-1:6*IWIDTH]; input_reg_b7 <= vec1[(8*IWIDTH)-1:7*IWIDTH];
        valid_0 <= ivalid;                     
        mult_reg_0 <= input_reg_a0 * input_reg_b0; mult_reg_1 <= input_reg_a1 * input_reg_b1; mult_reg_2 <= input_reg_a2 * input_reg_b2; mult_reg_3 <= input_reg_a3 * input_reg_b3;
        mult_reg_4 <= input_reg_a4 * input_reg_b4; mult_reg_5 <= input_reg_a5 * input_reg_b5; mult_reg_6 <= input_reg_a6 * input_reg_b6; mult_reg_7 <= input_reg_a7 * input_reg_b7;        
        valid_1 <= valid_0;
        add1_reg_0 <= mult_reg_0 + mult_reg_1; add1_reg_1 <= mult_reg_2 + mult_reg_3; add1_reg_2 <= mult_reg_4 + mult_reg_5; add1_reg_3 <= mult_reg_6 + mult_reg_7;
        valid_2 <= valid_1;
        add2_reg_0 <= add1_reg_0 + add1_reg_1; add2_reg_1 <= add1_reg_2 + add1_reg_3;    
        valid_3 <= valid_2;
        result <= add2_reg_0 + add2_reg_1;
        ovalid <= valid_3;
   end
end
endmodule
--- design/flow/run.sh ---
#!/bin/bash
# OpenROAD 26Q1-2900-gdf79404cd8, Yosys 0.63+post, stock flow scripts
make -C /OpenROAD-flow-scripts/flow DESIGN_CONFIG=/design/flow/config.mk WORK_HOME=/design/flow/orfs finish
--- design/flow/config.mk ---
export PLATFORM = sky130hd
export DESIGN_NAME = dot8
export DESIGN_NICKNAME = dot8
export VERILOG_FILES = /design/flow/design.v
export SDC_FILE = /design/flow/constraint.sdc
export NUM_CORES = 4
export LEC_CHECK = 1
export CORE_UTILIZATION = 40
--- design/flow/constraint.sdc ---
current_design dot8

set clk_period 8.8
set clk_io_pct 0.2

create_clock -name clk0 -period $clk_period [get_ports {clk}]

set non_clock_inputs [all_inputs -no_clocks]
set_input_delay [expr $clk_period * $clk_io_pct] -clock clk0 $non_clock_inputs
set_output_delay [expr $clk_period * $clk_io_pct] -clock clk0 [all_outputs]
==> qor.txt <==
max cap viols - 0
Via density - 4.58
count of library flops with an enable pin - 0
Peak Freq - 227 MHz
Ys Warns - 1
final setup margin - 4390 ps
slack of the worst reg-to-reg path - 4390 ps
I/O pin cnt - 164
Crit Reg-Reg Startpoint - input_reg_b2[0]
Finished Layout Cells - 5,035
antenna violations before repair - 0
CTS tree - done
Mapped Area - 34,500 µm²
Netlist cell types - 64
final setup fails - 0
CP cell instances - and2_1 -> fa_1 -> inv_1 -> fa_1 -> inv_1 -> fa_1 -> inv_1 -> fa_1 -> inv_1 -> ha_1 -> o21a_1 -> a21oi_1 -> o21ai_1 -> a211oi_1 -> a21oi_1 -> xnor2_1 -> nor2_1
status - finished, final reports clean
row cnt - 107
layout cells sized above 1 - 0.0278
hold depth - 1
crit-path max FO - 8
clk ins delay skew pair - 590 ps
Placer Congestion - 0.897
Setup Buffers After CTS - 0
CP peak stage delay - 520 ps
CTS sink cnt - 384
fillers - 8,155
GRT Total Usage - 0.168
number of global-route vias before repair - 23,600
Overflow after GRT - 0
Buf+Inv Stages, Crit Path - 4
DP Area - 37,300 µm²
fraction of registers with async set/reset - 0
total number of vias - 23,100
final slew viol count - 0
area grow syn2layout - 13.1%
FF+latch count, synth - 384
H-tree Lvls - 2
n_diodes - 0
DRC Markers - 0
DP Cell Count - 4,946
Yosys top cell by area - fa_1
RSZ-0062 raised after global routing - no
final hold violations - 0
Post-Synthesis Cells - 3,695
Hold Path End - ovalid
IO buf count - 163
Routed Antenna Nets - 0
P per Cell Area - 172 nW/µm²
register area share after synthesis - 0.223
CP Class - register to register
clock edge transition at the registers on the reported setup and hold paths - 60 ps
Setup WS pre-CTS - 4370 ps
Worst-Margin Slew - 727 ps
Worst Hold Launch - valid_3
Chip Area, Yosys - 34,500 µm²
CP Depth - 17
drt first pass iters - 5
DP HPWL - 53,400 µm
Avg WL per Cell - 13.2 µm
maximum vdd ir drop - 162 µV
largest net degree at the start of global routing - 131
Die Y - 296 µm
drt initial violations - 796
fp util - 0.404
ys cells - 3,695
Slowest-stage cell, CP - fa_1
syn avg cell area - 9.33 µm²
CP delay by family, top - adder cells
Core Util, Final - 0.457
Required @ worst endpoint - 9250 ps
Slew HR - 0.515
Die W - 296 µm
clock buffer count from CTS - 48
OpenROAD warning count - 27
most frequent cell after synthesis - inv_1
final instance area - 39,000 µm²
Fin Setup TNS - 0 ps
Post-synth top cells - inv_1 (654), fa_1 (447), dfxtp_1 (384)
Root Driver - clkbuf_16
WHS - 423 ps
Top FF cell, synth - dfxtp_1
core area - 85,300 µm²
Startpoint Class - register
Routed WL - 66,300 µm
Setup crit end kind - register
fin crit share - 0.501
die area - 87,400 µm²
capturing point of the worst reg2reg path - mult_reg_2[15]
CTS Hold Bufs - 0
minimum clock period - 4410 ps
Yosys top cell area share - 0.260
Cell area leaders - fa_1 (26%), dfxtp_1 (22%), ha_1 (13%)
Final Total Pwr - 6.70 mW
clk_skew - 15.4 ps
R2R cell count - 17
# resized after CTS - 0
CTS Buffer Depth - 3
P_leak - 18.5 nW
HP Class - register to register
CP arrival - 4860 ps
global-route wire length before repair - 115,000 µm
## sequential cells by signal, summed over array words and instances (netlist names), 16 cells and up
| register | flops |
|---|---|
| add1_reg_0 | 17 |
| add1_reg_1 | 17 |
| add1_reg_2 | 17 |
| add1_reg_3 | 17 |
| add2_reg_0 | 18 |
| add2_reg_1 | 18 |
| mult_reg_0 | 16 |
| mult_reg_1 | 16 |
| mult_reg_2 | 16 |
| mult_reg_3 | 16 |
| mult_reg_4 | 16 |
| mult_reg_5 | 16 |
| mult_reg_6 | 16 |
| mult_reg_7 | 16 |
| result | 19 |
## final cells by class
class	count	area [µm²]	share of cell area
Tap cell	1144	1430	0.0367
Clock buffer	59	1350	0.0345
Inverter	654	2450	0.0629
Sequential cell	384	7690	0.197
Clock inverter	30	348	0.00892
Multi-Input combinational cell	2597	24100	0.617
Timing Repair Buffer	167	1680	0.0430
## how the worst max path moves through the flow
stage | from | end
final | input_reg_b2[0] | mult_reg_2[15]
after global routing | input_reg_b2[2] | mult_reg_2[15]
after CTS | input_reg_b3[1] | mult_reg_3[15]
## power by group
group	switching (mW)	internal (mW)
combinational	1.25	1.12
clock	0.844	1.25
sequential	0.199	2.04
## placed cells by master (no fill, tap or decap), drive strengths merged, types with 11 or more instances in the layout
| cell type | netlist | routed |
|---|---|---|
| clkinv | 0 | 11 |
| fa | 447 | 447 |
| dfxtp | 384 | 384 |
| nand2 | 191 | 191 |
| and2 | 329 | 329 |
| nand3 | 20 | 20 |
| a21o | 46 | 46 |
| nand2b | 35 | 35 |
| o41ai | 12 | 12 |
| nor3 | 42 | 42 |
| nor2b | 262 | 262 |
| xnor2 | 99 | 99 |
| a211oi | 47 | 47 |
| xor2 | 87 | 87 |
| o21ai | 76 | 76 |
| inv | 654 | 660 |
| clkdlybuf4s50 | 0 | 162 |
| a31oi | 13 | 13 |
| clkbuf | 39 | 59 |
| nor2 | 257 | 257 |
| ha | 348 | 348 |
| a21oi | 118 | 118 |
| o21a | 36 | 36 |
| and3 | 19 | 19 |
## cells by family after synthesis
group / share of synthesized area
compound gates: 0.0781
xor+xnor: 0.0472
fa+ha+maj: 0.386
buf+inv: 0.0791
flops: 0.223
mux: 0.00327
simple gates: 0.184
## metal layers
layer  share of wire  GRT usage
met5               0          0
met2            0.44      0.257
met4           0.018     0.0254
met1            0.50      0.265
met3           0.044     0.0302
Power figures rest on the tool's default switching activity, not on a simulated workload.
